==> /design/flow/design.v <==
`timescale 1ns / 1ps
package primus_core_pkg;
  typedef enum logic[6:0] {
    OP = 'b0110011,
    OP_IMM = 'b0010011,
    LOAD = 'b0000011,
    STORE = 'b0100011,
    BRANCH = 'b1100011,
    JAL = 'b1101111,
    JAL_R = 'b1100111,
    LUI = 'b0110111,
    AUIPC = 'b0010111,
    SYSTEM = 'b1110011
  } opcode_e;
  typedef enum logic [2:0] {
    BR_NONE,   
    BR_EQ,     
    BR_NE,     
    BR_LT,     
    BR_GE,     
    BR_LTU,    
    BR_GEU     
  } br_op_e;
  typedef enum logic [4:0] {
    ALU_ADD  = 5'b00000,  
    ALU_SUB  = 5'b00001,  
    ALU_XOR  = 5'b00010,  
    ALU_OR   = 5'b00011,  
    ALU_AND  = 5'b00100,  
    ALU_SLL  = 5'b00101,  
    ALU_SRL  = 5'b00110,  
    ALU_SRA  = 5'b00111,  
    ALU_SLT  = 5'b01000,  
    ALU_SLTU = 5'b01001,  
    ALU_COPY_B = 5'b01010,   
    ALU_MUL    = 5'b01011,  
    ALU_MULH   = 5'b01100,  
    ALU_MULHSU = 5'b01101,  
    ALU_MULHU  = 5'b01110,  
    ALU_DIV    = 5'b01111,  
    ALU_DIVU   = 5'b10000,  
    ALU_REM    = 5'b10001,  
    ALU_REMU   = 5'b10010   
  } alu_op_e;
  typedef enum logic [2:0] {
    MEM_W  = 3'b000,   
    MEM_B  = 3'b001,   
    MEM_H  = 3'b010,   
    MEM_BU = 3'b011,   
    MEM_HU = 3'b100    
  } mem_op_e;
  typedef enum logic [1:0] {
    WB_ALU  = 2'b00,  
    WB_MEM  = 2'b01,  
    WB_PC4  = 2'b10   
  } wb_sel_e;
  typedef enum logic {
    ALU_A_RS1 = 1'b0,
    ALU_A_PC  = 1'b1
  } alu_a_sel_e;
  typedef enum logic {
    ALU_B_RS2 = 1'b0,
    ALU_B_IMM = 1'b1
  } alu_b_sel_e;
  typedef struct packed {
    alu_a_sel_e  alu_a_sel;      
    alu_b_sel_e  alu_b_sel;      
    alu_op_e     alu_op;       
    br_op_e      alu_br_op;
    logic        mem_read;     
    logic        mem_write;    
    mem_op_e     mem_op;       
    logic        reg_write;    
    wb_sel_e     wb_sel;       
    logic        is_branch;    
    logic        is_jump;       
  } ctrl_t;
  typedef enum logic [2:0] {
    R_TYPE = 3'b000,  
    I_TYPE = 3'b001,  
    S_TYPE = 3'b010,  
    B_TYPE = 3'b011,  
    U_TYPE = 3'b100,  
    J_TYPE = 3'b101   
  } instr_type_e;
  typedef enum logic [1:0] {
    SNT = 2'b00,  
    WNT = 2'b01,  
    WT  = 2'b10,  
    ST  = 2'b11   
  } br_predict_state_e;
endpackage
`timescale 1ns / 1ps
module uart #(
  parameter int CLK_HZ = 100_000_000,
  parameter int BAUD   = 115_200
)(
  input  logic       clk_i,
  input  logic       rst_ni,
  input  logic       rx_i,
  output logic [7:0] rx_data_o,
  output logic       rx_valid_o,   
  output logic       tx_o,
  input  logic [7:0] tx_data_i,
  input  logic       tx_valid_i,   
  output logic       tx_ready_o    
);
  localparam int CLKS_PER_BIT = CLK_HZ / BAUD;   
  typedef enum logic [1:0] { RX_IDLE, RX_START, RX_DATA, RX_STOP } rx_state_e;
  rx_state_e                        rx_state;
  logic [$clog2(CLKS_PER_BIT)-1:0] rx_cnt;
  logic [2:0]                       rx_bit_idx;
  logic [7:0]                       rx_shift;
  logic                             rx_sync1, rx_sync2;   
  always_ff @(posedge clk_i or negedge rst_ni) begin
    if (!rst_ni) begin
      rx_sync1 <= 1'b1;
      rx_sync2 <= 1'b1;
    end else begin
      rx_sync1 <= rx_i;
      rx_sync2 <= rx_sync1;
    end
  end
  always_ff @(posedge clk_i or negedge rst_ni) begin
    if (!rst_ni) begin
      rx_state   <= RX_IDLE;
      rx_cnt     <= '0;
      rx_bit_idx <= '0;
      rx_shift   <= '0;
      rx_data_o  <= '0;
      rx_valid_o <= 1'b0;
    end else begin
      rx_valid_o <= 1'b0;   
      case (rx_state)
        RX_IDLE: begin
          if (!rx_sync2) begin   
            rx_state <= RX_START;
            rx_cnt   <= '0;
          end
        end
        RX_START: begin
          if (rx_cnt == (CLKS_PER_BIT / 2) - 1) begin
            if (!rx_sync2) begin
              rx_state   <= RX_DATA;
              rx_cnt     <= '0;
              rx_bit_idx <= '0;
            end else begin
              rx_state <= RX_IDLE;   
            end
          end else begin
            rx_cnt <= rx_cnt + 1;
          end
        end
        RX_DATA: begin
          if (rx_cnt == CLKS_PER_BIT - 1) begin
            rx_cnt               <= '0;
            rx_shift[rx_bit_idx] <= rx_sync2;
            if (rx_bit_idx == 3'h7) begin
              rx_state <= RX_STOP;
            end else begin
              rx_bit_idx <= rx_bit_idx + 1;
            end
          end else begin
            rx_cnt <= rx_cnt + 1;
          end
        end
        RX_STOP: begin
          if (rx_cnt == CLKS_PER_BIT - 1) begin
            rx_state <= RX_IDLE;
            rx_cnt   <= '0;
            if (rx_sync2) begin        
              rx_data_o  <= rx_shift;
              rx_valid_o <= 1'b1;
            end
          end else begin
            rx_cnt <= rx_cnt + 1;
          end
        end
        default: rx_state <= RX_IDLE;
      endcase
    end
  end
  typedef enum logic [1:0] { TX_IDLE, TX_START, TX_DATA, TX_STOP } tx_state_e;
  tx_state_e                        tx_state;
  logic [$clog2(CLKS_PER_BIT)-1:0] tx_cnt;
  logic [2:0]                       tx_bit_idx;
  logic [7:0]                       tx_shift;
  assign tx_ready_o = (tx_state == TX_IDLE);
  always_ff @(posedge clk_i or negedge rst_ni) begin
    if (!rst_ni) begin
      tx_state   <= TX_IDLE;
      tx_o       <= 1'b1;   
      tx_cnt     <= '0;
      tx_bit_idx <= '0;
      tx_shift   <= '0;
    end else begin
      case (tx_state)
        TX_IDLE: begin
          tx_o <= 1'b1;
          if (tx_valid_i) begin
            tx_shift <= tx_data_i;
            tx_state <= TX_START;
            tx_cnt   <= '0;
          end
        end
        TX_START: begin
          tx_o <= 1'b0;   
          if (tx_cnt == CLKS_PER_BIT - 1) begin
            tx_state   <= TX_DATA;
            tx_cnt     <= '0;
            tx_bit_idx <= '0;
          end else begin
            tx_cnt <= tx_cnt + 1;
          end
        end
        TX_DATA: begin
          tx_o <= tx_shift[tx_bit_idx];   
          if (tx_cnt == CLKS_PER_BIT - 1) begin
            tx_cnt <= '0;
            if (tx_bit_idx == 3'h7) begin
              tx_state <= TX_STOP;
            end else begin
              tx_bit_idx <= tx_bit_idx + 1;
            end
          end else begin
            tx_cnt <= tx_cnt + 1;
          end
        end
        TX_STOP: begin
          tx_o <= 1'b1;   
          if (tx_cnt == CLKS_PER_BIT - 1) begin
            tx_state <= TX_IDLE;
            tx_cnt   <= '0;
          end else begin
            tx_cnt <= tx_cnt + 1;
          end
        end
        default: tx_state <= TX_IDLE;
      endcase
    end
  end
endmodule
==> /design/flow/run.sh <==
#!/bin/bash
# OpenROAD 26Q1-2900-gdf79404cd8, Yosys 0.63+post, stock flow scripts
make -C /OpenROAD-flow-scripts/flow DESIGN_CONFIG=/design/flow/config.mk WORK_HOME=/design/flow/orfs finish
==> /design/flow/config.mk <==
export PLATFORM = sky130hd
export DESIGN_NAME = uart
export DESIGN_NICKNAME = uart
export VERILOG_FILES = /design/flow/design.v
export SDC_FILE = /design/flow/constraint.sdc
export NUM_CORES = 4
export LEC_CHECK = 1
export CORE_UTILIZATION = 30
==> /design/flow/constraint.sdc <==
current_design uart

set clk_period 4.2
set clk_io_pct 0.2

create_clock -name clk0 -period $clk_period [get_ports {clk_i}]

set non_clock_inputs [all_inputs -no_clocks]
set_input_delay [expr $clk_period * $clk_io_pct] -clock clk0 $non_clock_inputs
set_output_delay [expr $clk_period * $clk_io_pct] -clock clk0 [all_outputs]
==> flow_metrics.env <==
# physical design summary
export IMPL_status="finished clean"
export IMPL_yosysWarnings=1
export IMPL_antenna_cells=0
export IMPL_die_x_microns=105
export IMPL_grt_use_total=0.126
export IMPL_finalNonFillerCells=468
export IMPL_syn_area_sq_um=3200
export IMPL_crit_path_top_delay_cell="a21oi_1"
export IMPL_dp_final_hpwl_microns=4330
export IMPL_clock_latency_ns=0.34
export IMPL_ctsHtreeMaxLevel=3
export IMPL_dr_pass1_iters=4
export IMPL_core_util_floorplan=0.310
export IMPL_cts_sinks=62
export IMPL_power_density_nw_per_um2=333
export IMPL_place_inst=452
export IMPL_r2r_start="tx_cnt[0]$_DFFE_PN0P_"
export IMPL_hold_viol_final=0
export IMPL_cp_end_kind="flop"
export IMPL_finalCritPeriodShare=0.575
export IMPL_port_buffers=22
export IMPL_clk_pin_slew_ns=0.07
export IMPL_overflow=0
export IMPL_drc=0
export IMPL_timing_fmax_ghz=0.414
export IMPL_worst_r2r_path_depth=5
export IMPL_grt_pass1_wl_microns=11200
export IMPL_yosysTopAreaCell="dfrtp_1"
export IMPL_skew_ns=0.0117
export IMPL_viasPerCell=5.13
export IMPL_routed_wl_microns=6420
export IMPL_ys_cells=301
export IMPL_antenna_found_initial=0
export IMPL_synthFlopType="dfrtp_1"
export IMPL_num_rows=37
export IMPL_syn_to_final_growth_pct=18.9
export IMPL_dr_total_vias=2401
export IMPL_irDropWorstVdd_mv=0.245
export IMPL_cts_buffer_depth=2
export IMPL_cts_repair_resized=0
export IMPL_arrival_ns=2.64
export IMPL_yosys_register_bits=62
export IMPL_worst_pin_slew_ns=0.859
export IMPL_r2r_end="tx_cnt[9]$_DFFE_PN0P_"
export IMPL_min_path_cells=0
export IMPL_drive_gt1_frac=0.166
export IMPL_leakagePower_nw=1.61
export IMPL_reg2reg_slack_ns=2.04
export IMPL_gp_congestion=0.835
export IMPL_cts_setup_buffers=0
export IMPL_drv_cap=0
export IMPL_drtIter0Drc=116
export IMPL_io_pins=23
export IMPL_final_cell_mix="dfrtp_1 (57), nand2_1 (33), clkdlybuf4s50_1 (21)"
export IMPL_grt_pass1_vias=2393
export IMPL_worst_path_max_fanout=9
export IMPL_hp_class="reg -> reg"
export IMPL_fin_tns_setup_ns=0
export IMPL_syn_instance_count=301
export IMPL_coreArea_sq_um=10300
export IMPL_postRouteAntennaNets=0
export IMPL_cts_buffers=9
export IMPL_cp_required_ns=4.43
export IMPL_min_to="rx_sync2$_DFF_PN1_"
export IMPL_rsz0062_at_grt="no"
export IMPL_log_warning_count=29
export IMPL_slew_headroom=0.425
export IMPL_layout_top_cell="dfrtp_1"
export IMPL_report_final_slew_viol_count=0
export IMPL_holdBufCountCts=0
export IMPL_finalSetupViolCount=0
export IMPL_cts_root_buf="clkbuf_8"
export IMPL_critPathKind="in -> reg"
export IMPL_die_area_sq_um=11100
export IMPL_ys_seq_share=0.487
export IMPL_fin_crit_ns=2.41
export IMPL_holdCritStartpoint="rx_sync1$_DFF_PN1_"
export IMPL_ys_chip_area_sq_um=3200
export IMPL_start_kind="input port"
export IMPL_slowest_delay_ns=0.57
export IMPL_top_cell_area_share=0.446
export IMPL_top_cells_by_area="dfrtp_1 (45%), mux2_2 (6.7%), dfstp_2 (4.1%)"
export IMPL_worstPathCellList="clkdlybuf4s50_1 -> nor2b_1 -> or2_2 -> a21oi_1 -> o21ba_2"
export IMPL_cts_tree="yes"
export IMPL_edf_count=0
export IMPL_grt_max_degree=40
export IMPL_async_reset_ff_frac=1.00
export IMPL_synth_area_per_cell_sq_um=10.6
export IMPL_ys_types=58
export IMPL_route_detailed_wl_per_inst_microns=13.7
export IMPL_die_height_microns=105
==> worst max-delay path: cells and delay by family <==
kind	cells	cell delay, ns
AND-OR/OR-AND	2	0.82
buffers and inverters	1	0.47
AND/OR/NAND/NOR	2	0.50
==> cell usage after synthesis, drive strengths merged (3+ instances only) <==
cell,count
dfrtp,57
nand2,33
o21ai,21
mux2,19
nand3,15
nor2,13
ha,10
inv,9
nor3,9
nor4,9
clkbuf,7
xnor2,7
o22ai,6
a22o,5
dfstp,5
o211ai,5
o31ai,5
a21oi,4
nand2b,4
nor2b,4
or3,4
nand4,3
o2111ai,3
o2bb2ai,3
or2,3
or4,3
==> logic make-up (layout without fill, tap and decap cells) <==
family,Yosys count,after routing,synth area share
AOI/OAI and AO/OA,67,67,0.145
xor gates and xnor gates,7,7,0.0192
adders and majority gates,10,10,0.0391
buffers and inverters,18,49,0.0238
DFF,62,62,0.487
muxes,21,21,0.0809
and+or+nand+nor,116,116,0.206
==> through the flow <==
step	power [mW]	worst slack [ns]	instance area, sq um	hold slack, ns	util
after global placement	0.636	1.54	3560	0.350	0.345
after CTS	1.29	1.81	3810	0.364	0.369
final	1.27	1.79	3810	0.361	0.369
after detailed placement	0.636	1.51	3560	0.350	0.345
after global routing	1.32	1.74	3810	0.369	0.369
after floorplan	0.613	2.13	3200	0.345	-
==> power breakdown <==
part | total [mW] | leakage, nW | internal, mW | switching [mW]
sequential | 0.602 | 0.822 | 0.599 | 0.00227
combinational | 0.0223 | 0.671 | 0.00953 | 0.0128
clock | 0.644 | 0.120 | 0.412 | 0.232
total | 1.27 | 1.61 | 1.02 | 0.247
==> per-layer routing <==
| layer | wire [microns] | GRT usage | share of wire | vias to the layer above |
|---|---|---|---|---|
| met2 | 2890 | 0.199 | 0.45 | 46 |
| met1 | 3160 | 0.185 | 0.49 | 1172 |
| met5 | 0 | 0 | 0 | - |
| li1 | - | - | - | 1177 |
| met3 | 305 | 0.0303 | 0.048 | 6 |
| met4 | 62 | 0.0171 | 0.0097 | 0 |
==> flip-flops by register name, summed over array words and instances (netlist names) <==
| name | flops |
|---|---|
| tx_state | 4 |
| tx_shift | 8 |
| rx_valid_o | 1 |
| rx_data_o | 8 |
| tx_o | 1 |
| rx_sync1 | 1 |
| rx_state | 4 |
| rx_sync2 | 1 |
| rx_bit_idx | 3 |
| rx_shift | 8 |
| rx_cnt | 10 |
| tx_cnt | 10 |
| tx_bit_idx | 3 |
==> worst max path at each step <==
stage,end,cells after the start,startpoint
6_report,tx_cnt[9]$_DFFE_PN0P_,5,tx_valid_i
5_1_grt,tx_cnt[9]$_DFFE_PN0P_,5,tx_valid_i
4_1_cts,tx_cnt[9]$_DFFE_PN0P_,5,tx_valid_i
==> final cells by class <==
| cell class | instances | area, sq um |
|---|---|---|
| Inverter | 9 | 33.8 |
| Timing Repair Buffer | 24 | 230 |
| Fill cell | 974 | 6520 |
| Tap cell | 136 | 170 |
| Multi-Input combinational cell | 221 | 1570 |
| Clock buffer | 11 | 141 |
| Clock inverter | 5 | 106 |
| Sequential cell | 62 | 1560 |
Power figures rest on the tool's default switching activity, not on a simulated workload.
